## ./config.mk

```make
export PLATFORM = sky130hd
export DESIGN_NAME = ripple_carry
export DESIGN_NICKNAME = ripple_carry
export VERILOG_FILES = /design/flow/design.v
export SDC_FILE = /design/flow/constraint.sdc
export NUM_CORES = 4
export LEC_CHECK = 1
export CORE_AREA = 10 10 70 70
export DIE_AREA = 0 0 80 80
```

## ./constraint.sdc

```tcl
current_design ripple_carry

set clk_period 2.8
set clk_io_pct 0.2

create_clock -name clk0 -period $clk_period

set non_clock_inputs [all_inputs -no_clocks]
set_input_delay [expr $clk_period * $clk_io_pct] -clock clk0 $non_clock_inputs
set_output_delay [expr $clk_period * $clk_io_pct] -clock clk0 [all_outputs]
```

## ./design.v

```verilog
module ripple_carry(s,cout,cin,A,B);
input [3:0] A, B;  
input cin;  
output [3:0] s;  
output cout;
wire [2:0] c;   
fulladder fa0(s[0],c[0],A[0],B[0],cin );
fulladder fa1(s[1],c[1],A[1],B[1],c[0],);
fulladder fa2(s[2],c[2],A[2],B[2],c[1],);
fulladder fa3(s[3],cout,A[3],B[3],c[2],);
endmodule
module fulladder(sum,cout,a,b,cin,);
  input a,b,cin;
  output sum,cout;
  reg sum,cout;
  always @ (a or b or cin)
  begin
    sum <= a ^ b ^ cin;
    cout <= (a & b) | (a & cin) | (b & cin);
  end
endmodule
```

## ./run.sh

```bash
#!/bin/bash
# OpenROAD 26Q1-2900-gdf79404cd8, Yosys 0.63+post, stock flow scripts
make -C /OpenROAD-flow-scripts/flow DESIGN_CONFIG=/design/flow/config.mk WORK_HOME=/design/flow/orfs finish
```

==> results.py <==
# Synthesis and PnR figures
metrics = {
    "min_path": {
        "min_path_type": "in -> out",
        "min-delay-start": "cin",
    },
    "floorplan": {
        "ios": 14,
        "core_sq_um": 3420,
        "fp_util_pct": 4.32,
        "fp-row-count": 21,
        "die_height_um": 80,
        "dieArea_sq_um": 6400,
        "die_w_um": 80,
    },
    "grt": {
        "grt_pass1_vias": 132,
        "grt_max_degree": 2,
        "gr-total-overflow": 0,
        "grt_pass1_wl_um": 579,
        "grt_usage_pct": 1.16,
        "antenna_found_initial": 0,
    },
    "synth": {
        "ys_cells": 18,
        "syn_inst": 18,
        "synth_area_per_cell_sq_um": 8.20,
        "ys_types": 3,
        "netlist_area_sq_um": 148,
        "ys_warn_count": 1,
        "ys_area_sq_um": 148,
        "ys_seq_share_pct": 0,
    },
    "worst_setup_path": {
        "critPathLaunchType": "input pin",
        "worstSetupPathType": "in -> out",
        "worst-path-max-fanout": 1,
        "cp-startpoint": "A[0]",
        "endpoint_kind": "primary output",
        "crit_required_ns": 2.24,
        "worst_ep_arrival_time_ns": 2.22,
    },
    "cells_and_area": {
        "final_layout_top_logic_cells": "6 x clkdlybuf4s50_1, 5 x inv_1, 4 x dlygate4sd2_1",
        "final_common_cell": "clkdlybuf4s50_1",
        "fillers": 402,
        "flop_area_sq_um": 0,
        "drive_gt1_share_pct": 42.9,
        "flops": 0,
        "clock_buffers": 0,
        "fin_area_sq_um": 322,
        "syn_to_final_growth_pct": 118,
    },
    "clock_network": {
        "cts_hold_buffers": 0,
    },
    "sta": {
        "period_minus_slack_ns": 2.78,
        "setup-violations-final": 0,
        "final-hold-violation-count": 0,
        "slew_headroom_pct": 93.4,
        "rsz0062_at_grt": "true",
        "worstMarginPinSlew_ns": 0.0982,
        "period_used_pct": 99.2,
        "slew_viol_final": 0,
        "timing.fmax_ghz": 0.360,
    },
    "drt": {
        "antennaDiodeCount": 0,
        "drt-total-wl_um": 426,
        "first_iter_violations": 0,
        "drc": 0,
        "viasPerCell": 1.73,
        "wire_per_inst_um": 5.76,
        "vias": 128,
        "ant_nets": 0,
        "dr.pass1.iters": 1,
    },
    "job": {
        "warnings": 34,
        "maxCapViolations": 0,
    },
    "placed_design": {
        "gp_congestion": 0.762,
        "placed_area_sq_um": 315,
        "port_buffers": 14,
        "hpwl_um": 425,
    },
    "pwr": {
        "leakage_nw": 0.142,
        "vdd_drop_max_uv": 36.8,
        "power_w": 0.0000486,
        "p_per_area_nw_per_um2": 151,
    },
    "outcome": {
        "outcome": "finished clean",
    },
}
-- cell usage after synthesis --
| library cell | instances | area (sq um) |
|---|---|---|
| buf_4 | 4 | 30.0 |
| fa_1 | 4 | 80.1 |
| inv_1 | 10 | 37.5 |
-- layout make-up --
class / count / area [sq um] / share of cell area (%)
inverters: 10 / 42.5 / 13.2
repair buffers: 14 / 134 / 41.6
well taps: 46 / 57.6 / 17.9
multi-input cells: 4 / 87.6 / 27.2
-- worst paths after layout --
kind / cells after the start / to
worst min-delay path: 5 / s[0]
worst max-delay path: 10 / s[3]
-- power by group --
part           switching [W]  internal (W)
clock network              0             0
logic              0.0000163     0.0000323
registers                  0             0
total              0.0000163     0.0000323
-- what timing repair did --
item	4_1_cts	5_1_grt
resized	30	1
setup endpoints to repair	4	2
endpoints found under the hold margin	0	0
buffers inserted	0	0
pin swaps	4	4
-- metal layers --
metal  track usage (%)  part of all wire (%)  routed length, um
met5                 0                     0                  0
met4                 0                     0                  0
met3             0.682                    19                 81
met2              1.28                    23                 97
met1              1.86                    58                247
-- critical path: stages --
cell and delay [ns]:
buf_6 0.09, inv_4 0.04, fa_2 0.19, inv_2 0.04, fa_2 0.35, fa_2 0.34
inv_2 0.06, fa_1 0.40, inv_1 0.06, buf_2 0.08
-- per-stage QoR --
step	setup slack, ns	instances	hold slack (ns)	utilization, %	setup TNS [ns]
after floorplan	0.103	18	1.34	-	0
after global placement	-0.779	74	2.16	9.23	-1.90
after detailed placement	-0.814	74	2.17	9.23	-2.03
after CTS	-0.0944	74	1.87	9.34	-0.0944
after global routing	-0.0550	74	1.89	9.41	-0.0550
final	0.0227	74	1.87	9.41	0
-- logic make-up (layout without fill, tap and decap cells) --
kind of cell / after synthesis / in the layout / synth area share [%]
fa+ha+maj: 4 / 4 / 54.2
buf+inv: 14 / 24 / 45.8
Power is estimated from default activity; no workload was simulated.
